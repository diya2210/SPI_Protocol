===== flow/design.v =====
module spi_state(
  input wire clk,                
  input wire reset,              
  input wire [15:0] datain,      
  input wire spi_miso,           
  output wire spi_cs_l,          
  output wire spi_sclk,          
  output wire spi_data,          
  output wire [4:0] counter,     
  output reg [15:0] received_data  
);
  reg [15:0] shift_reg;          
  reg [4:0] count;               
  reg cs_l;                      
  reg sclk;                      
  reg [2:0] state;               
  always @(posedge clk or posedge reset) begin
    if (reset) begin
      shift_reg <= 16'b0;
      count <= 5'd16;
      cs_l <= 1'b1;
      sclk <= 1'b0;
      state <= 0;
      received_data <= 16'b0;
    end else begin
      case (state)
        0: begin
          sclk <= 1'b0;
          cs_l <= 1'b1;
          state <= 1;
        end
        1: begin
          sclk <= 1'b0;
          cs_l <= 1'b0;
          shift_reg <= datain;
          count <= 5'd16;
          state <= 2;
        end
        2: begin
          sclk <= 1'b0;
          state <= 3;
        end
        3: begin
          sclk <= 1'b1;
          if (count > 0) begin
            received_data[count - 1] <= spi_miso;
            count <= count - 1;
            state <= 2;
          end else begin
            state <= 0;
          end
        end
        default: state <= 0;  
      endcase
    end
  end
  assign spi_cs_l = cs_l;                  
  assign spi_sclk = sclk;                 
  assign spi_data = shift_reg[count - 1];  
  assign counter = count;                  
endmodule
module spi_slave (
    input wire spi_sclk,        
    input wire spi_cs_l,        
    input wire spi_mosi,        
    output wire spi_miso,       
    input wire [15:0] slave_data,  
    output reg [15:0] received_data,  
    input wire reset,
    input wire clk              
);
reg [15:0] shift_reg = 16'd0;
reg [3:0] bit_count = 4'd0;
assign spi_miso = shift_reg[15];  
always @(posedge spi_sclk or posedge reset) begin
    if (reset) begin
        bit_count <= 4'd0;
        shift_reg <= slave_data;
        received_data <= 16'd0;
    end else if (!spi_cs_l) begin
        received_data <= {received_data[14:0], spi_mosi};
        shift_reg <= {shift_reg[14:0], 1'b0};
        bit_count <= bit_count + 1;
    end
end
endmodule

===== flow/run.sh =====
#!/bin/bash
# OpenROAD 26Q1-2900-gdf79404cd8, Yosys 0.63+post, stock flow scripts
make -C /OpenROAD-flow-scripts/flow DESIGN_CONFIG=/design/flow/config.mk WORK_HOME=/design/flow/orfs finish

===== flow/config.mk =====
export PLATFORM = sky130hd
export DESIGN_NAME = spi_state
export DESIGN_NICKNAME = spi_state
export VERILOG_FILES = /design/flow/design.v
export SDC_FILE = /design/flow/constraint.sdc
export NUM_CORES = 4
export LEC_CHECK = 1
export CORE_UTILIZATION = 30

===== flow/constraint.sdc =====
current_design spi_state

set clk_period 5.0
set clk_io_pct 0.2

create_clock -name clk0 -period $clk_period [get_ports {clk}]

set non_clock_inputs [all_inputs -no_clocks]
set_input_delay [expr $clk_period * $clk_io_pct] -clock clk0 $non_clock_inputs
set_output_delay [expr $clk_period * $clk_io_pct] -clock clk0 [all_outputs]

==> flow_summary.toml <==
# generated from flow reports
[final_layout]
syn2layout_area_growth_pct = 23.66
comb_area_sq_um = 1414
fill_cells = 795
fin_area_sq_um = 3204
drive_gt1_frac = 0.2353
register_area_sq_um = 1080
final_util = 0.3861
final_cell_count_no_fill = 360

[floorplanning]
floorplan.core_util = 0.3122
die-area_sq_um = 9013
die_h_um = 94.94
core_sq_um = 8299
fp.dieW_um = 94.94
num_rows = 33
io-pin-count = 43

[placed_design]
detailed_place_hpwl_um = 3908
place_area_sq_um = 3094
place_inst = 352
io_buffers = 42
gp_congestion = 0.8573
dpl_worst_slack_ps = 1031

[routing]
routed_via_density = 5.092
vias = 1833
ant_nets = 0
wl_per_cell_um = 14.84
drt-pass1-iter-count = 4
diodes = 0
drc = 0
postRouteWirelength_um = 5341
drtIter0Drc = 89

[global_route]
grt_max_degree = 44
grt_busiest_layer = "met1"
track_usage = 0.1369
grt_util_met1 = 0.2256
grt_first_pass_wirelength_um = 9397
met3_usage = 0.01797
gr-usage-met2 = 0.1978
grt_pass1_vias = 1872
antenna_found_initial = 0
grt_overflow = 0

[worst_hold_path]
holdCritStartpoint = "state[1]"
hp-class = "reg2reg"

[synthesis]
synthesis.area_sq_um = 2591
ys_cells = 214
topCellsByArea = "dfrtp_1, mux2_2, ha_1"
syn_inst = 214
yosys.area.top_type = "dfrtp_1"
synth-main-ff-cell = "dfrtp_1"
synth_top_cell_by_count = "dfrtp_1"
synth_area_per_cell_sq_um = 12.11
ys_ff = 43
netlist.area_leader.share = 0.3863
synthArstFlopShare = 1.000
top_cells_by_count = "dfrtp_1, mux2_2, nor3_1"
synth_cell_types = 60
yosys_area_sq_um = 2591
edf_count = 0
ys_seq_frac = 0.4167
yosysWarnings = 1

[outcome]
outcome = "finished, final reports clean"

[clock_network]
clk_latency_ps = 290
cts_sinks = 43
cts_hold_buffers = 0
cts-buffers-inserted = 5
clock_path_buffers = 2
root_buffer = "clkbuf_8"
post_cts_buffers = 0
cts.repair.resized = 0
htree_levels = 2
clk_pin_slew_ps = 80
cts_tree = "built"

[worst_setup_path]
ff2ff_setup_slack_ps = 970
arrival_ps = 4210
r2r_end = "received_data[1]"
crit_path_end_kind = "flop"
endpoint = "received_data[1]"
worstSetupPathType = "reg2reg"
cp-start-kind = "flop"
r2r_start = "count[1]"
critical_path.max_fanout = 9
rr_worst_depth = 13
crit_start = "count[1]"
required_ps = 5180

[power_and_ir_drop]
leakage_nw = 1.371
powerDensity_nw_per_um2 = 199.6
ir_worst_vdd_mv = 0.1286
finalPower_mw = 0.6396

[final_timing]
fin_skew_ps = 9.272
hold_viol = 0
fin_crit_sh = 0.8067
whs_ps = 396.3
finalCriticalPeriod_ps = 4033
setup_violations = 0
worstMarginPinSlew_ps = 766.3
rsz0062_at_grt = "no"
setup_slack_ps = 966.7
slew_headroom = 0.4891
fin_tns_setup_ps = 0
fmax_ghz = 0.2479
finalMaxSlewViolations = 0

[job]
cap_violations = 0
warning_count = 28
## worst max-delay path: stages, from the launching register on
cell and delay, ps:
dfrtp_1 440, inv_1 120, ha_1 370, nor3b_4 340, xnor2_4 220, nand2_1 120
or3_1 360, inv_1 70, ha_1 250, nand2b_1 170, nor3_2 420, o221ai_1 310
nor4_1 350, mux2_2 380
## worst min-delay path by stage
stage	slack, ps	end	cells after the start
finish	400	state[3]	0
global route	420	state[3]	0
CTS	400	state[3]	0
## metal layers
layer / routed length (um) / share of wire / up-vias
met5: 0 / 0 / -
met3: 277 / 0.052 / 10
met2: 2322 / 0.43 / 47
met4: 114 / 0.021 / 0
met1: 2626 / 0.49 / 889
li1: - / - / 887
## area by class of cell
class,count,share of cell area
clock buffers,6,0.02265
flip-flops and latches,43,0.3370
well taps,105,0.04100
clock inverters,2,0.01171
inverters,9,0.01054
repair buffers,44,0.1359
multi-input cells,151,0.4412
## cell usage in the layout, fill, tap and decap left out, types with 4 or more instances in the layout
master	instances
and3_1	4
clkbuf_8	5
clkdlybuf4s50_1	42
dfrtp_1	40
ha_1	11
inv_1	9
mux2_2	28
mux4_2	4
nand2_1	9
nand2b_1	5
nand4_1	5
nor2_1	5
nor3_1	13
nor4_1	7
o21ai_0	4
## kinds of logic after synthesis
family | share of synthesized area
AND-OR/OR-AND | 0.08450
XOR/XNOR | 0.04298
adder cells (fa/ha/maj) | 0.05311
buffers and inverters | 0.03766
flip-flops | 0.4167
multiplexers | 0.1791
AND/OR/NAND/NOR | 0.1859
## power by group
part	internal (mW)	switching [mW]	total, mW
sequential	0.348	0.000242	0.348
combinational	0.0140	0.00972	0.0237
clock	0.149	0.119	0.268
total	0.511	0.129	0.640
Power and IR drop assume default switching activity.
